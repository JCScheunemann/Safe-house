$ cat ./config.mk
export PLATFORM = sky130hd
export DESIGN_NAME = booth4beta
export DESIGN_NICKNAME = booth4beta
export VERILOG_FILES = /design/flow/design.v
export SDC_FILE = /design/flow/constraint.sdc
export NUM_CORES = 4
export LEC_CHECK = 1
export CORE_UTILIZATION = 30
$ cat ./constraint.sdc
current_design booth4beta

set clk_period 11.4
set clk_io_pct 0.2

create_clock -name clk0 -period $clk_period [get_ports {clk}]

set non_clock_inputs [all_inputs -no_clocks]
set_input_delay [expr $clk_period * $clk_io_pct] -clock clk0 $non_clock_inputs
set_output_delay [expr $clk_period * $clk_io_pct] -clock clk0 [all_outputs]
$ cat ./design.v
`timescale 1 ns / 1 ns
module booth4beta(
              A ,                                        
              B ,                                        
              S ,                                         
              clk                                        
              ); 
parameter TAM = 8;
input [TAM-1:0] A;
input [TAM-1:0] B;
input clk;  
output [TAM*2-1:0] S;
wire [TAM*2-1:0] MD;                              
wire [TAM:0] MR;                              
wire [TAM*2-1:0] menosMD;                        
wire [TAM*2-1:0] doisMD;                         
wire [TAM*2-1:0] menos2MD;                       
wire [TAM-1  :0] zero;                                   
wire [TAM-1  :0] um;                                     
wire [TAM-1:0] A;
wire [TAM-1:0] B;
wire [TAM*2-1:0] S;
reg [TAM*2-1:0] P;                                       
reg [TAM-1:0]   I;                                       
reg             flag;                                    
reg             xor1;                                    
reg [TAM*2-1:0] parcial;                                 
reg [TAM*2-1:0] parcial0;                                
reg [TAM*2-1:0] parcial1;                                
reg [TAM*2-1:0] parcial2;                                
reg [TAM*2-1:0] parcial3;                                
  assign zero = {TAM{1'b0}};                             
  assign um   = {TAM{1'b1}};                             
  assign MR = {B, 1'b0};                                 
  assign MD = A[TAM-1] ? {um, A} : {zero, A};            
  assign menosMD = ~(MD) + 1;                            
  assign doisMD = MD+MD;                                 
  assign menos2MD = ~(doisMD) + 1;                       
  assign S = P;                                          
  always@(posedge clk) begin: soma
        P={TAM{1'b0}};                                                         
        for (I=1; I<=TAM ; I=I+2)                                              
          begin: fore 
            flag = (MR[I] & MR[I-1] & MR[I+1])|(~MR[I] & ~MR[I-1] & ~MR[I+1]); 
            xor1 = (MR[I] ^ MR[I-1]);                                          
            parcial = MR[I+1] ?  menosMD : MD ;                           
            parcial0= MR[I+1] ?  menos2MD : doisMD ;                      
            parcial1= xor1    ? parcial : parcial0 ;                    
            parcial2= flag    ? 0 : parcial1 ;                          
            parcial3= parcial2 << (I-1) ;                               
            P       = P + parcial3;                                     
         end  
     end
endmodule 
$ cat ./run.sh
#!/bin/bash
# OpenROAD 26Q1-2900-gdf79404cd8, Yosys 0.63+post, stock flow scripts
make -C /OpenROAD-flow-scripts/flow DESIGN_CONFIG=/design/flow/config.mk WORK_HOME=/design/flow/orfs finish
==> Slide: Implementation Results <==
Run Summary

Logic synthesis
  – Commonest flop: dfxtp_1
  – Post-synth EDFFs: 0
  – Commonest cells in the netlist: inv_1 (49), nand2_1 (41), a21oi_1 (30), nor2_1 (30), ha_1 (24)
  – Avg Synthesized Cell Area: 7.67 um2
  – Biggest area consumer among synthesized cells: fa_1
  – Yosys warning total: 1
  – Synth area leaders: fa_1 (15%), dfxtp_1 (11%), ha_1 (10%), inv_1 (6.4%), xnor2_1 (6.1%)
  – Top-count cell post-synth: inv_1
  – Yosys Chip Area: 2890 um2
  – Post-Syn Area: 2890 um2
  – Async SR Flop Fraction: 0%
  – Yosys Instances: 377
  – Yosys cell types: 54
  – Sequential-to-total area share from yosys stat: 11.1%
  – Top area contributor share: 14.5%
  – Post-synth regs: 16
  – Cells after synthesis: 377

Final layout
  – Max reg flops: 16
  – Fill count: 1016
  – Comb gate area: 2260 um2
  – Final core occ: 35.6%
  – Sequential cell area: 320 um2
  – Share of layout cells above drive strength 1: 4.11%
  – Area delta synth->final: 14.4%

Floorplan
  – I/O pin cnt: 33
  – Die Span Y: 100 um
  – Die X: 100 um
  – Standard-cell rows: 35
  – Total die area: 10000 um2
  – Core area: 9280 um2
  – Core Util at FP: 31.1%

Place
  – Post-detail-place hpwl: 5.86 mm
  – Gpl congestion: 1.00
  – IO buf count: 32

Clock network
  – Setup bufs post-CTS: 0
  – Cts hold-fix bufs: 0
  – Clock transition at path regs: 0.07 ns
  – CTS tree: yes
  – Post-cts resize count: 0
  – Root buffer cell: clkbuf_8
  – Clock buffer depth: 2
  – Clock sinks: 16
  – H-tree levels: 1
  – Number of CTS-inserted buffers: 3

Pwr
  – Sw frac: 41.4%
  – Pwr dens: 153 nW/um2
  – Peak VDD IR: 0.0000479 V
  – Flop pwr share: 17.9%
  – P_int: 297 uW
  – Combinational power share: 73.5%
  – Clock share of power: 8.6%
  – Switching power: 210 uW
  – Leak: 0.00150 uW

Route
  – Routed wl met3: 409 um
  – Via density: 4.85
  – DRT antenna net count: 0
  – Detailed-route via count: 2511
  – Met2 routed WL: 3.06 mm
  – Diodes inserted: 0
  – Initial DRC count: 172
  – Number of detailed-route iterations in the first pass: 4
  – Highest routed layer: met4
  – Routed WL: 7.10 mm
  – DRT met1 WL: 3.43 mm
  – Wirelength per Cell: 13.7 um
  – Drt drc: 0

Timing
  – Peak Freq: 118 MHz
  – Final hold violations: 0
  – Final period util: 74.5%
  – Pins Over Slew Limit: 0
  – Setup TNS Final: 0 ns
  – Slew HR: 42.0%
  – Final setup vio count: 0
  – RSZ-0062 raised after global routing: false
  – Fin crit period: 8.50 ns
  – Worst Max-Slew Pin Slew: 0.870 ns

Setup path
  – Critical Path AT: 8.63 ns
  – Crit path cell chain: clkdlybuf4s50_1, clkinv_1, ha_1, nor2_1, a311oi_1, a21oi_1, a2111oi_0, fa_1, ha_1, ha_1, a21o_1, a221oi_1, nor3_1, a2111oi_0, a21oi_1, xnor3_1
  – Kind of cell adding the most delay to the critical path: AND-OR/OR-AND gates
  – Crit Path Category: in -> reg
  – Slowest cell on crit path: ha_1
  – Critical-path maximum fanout: 27
  – Crit path launch type: primary input
  – Worst Path Buf+Inv: 2
  – CP endpoint kind: register
  – Worst Path Required: 11.53 ns
  – Slowest stage delay, CP: 0.97 ns
  – Critical path's most frequent cell: ha_1

Run
  – Tool Warnings: 28
  – Max-cap check violation count: 0

GRT
  – Pin count of the biggest net entering global routing: 28
  – Initial antenna violation count: 0
  – GRT overflow: 0
  – Vias in the first global route: 2459
  – Total track usage: 15.5%
  – First-pass GRT wire length: 12.1 mm

Run status
  – Outcome: complete, no violations

Min path
  – Hold Crit Class: in -> reg
cell type report:
class                      count  share of cell area [%]
multi-input combinational    285                    68.4
sequential                    16                    9.69
timing repair buffer          33                    9.92
tap                          129                    4.88
clock buffer                   3                    1.25
inverter                      52                    5.90
layout by cell type, fill, tap and decap left out, drive strengths merged, types with 3 or more instances in the layout:
master	count
inv	49
nand2	41
clkdlybuf4s50	32
nor2	30
a21oi	30
ha	24
fa	21
xnor2	20
dfxtp	16
xor2	11
mux2i	9
a211oi	9
nand2b	8
o21ai	8
nor3	8
nor2b	6
and3	5
or2	4
a31oi	4
mux2	3
or3	3
clkinv	3
and2	3
clkbuf	3
a2111oi	3
power groups by stage:
stage | Sequential (uW) | Clock [uW] | Combinational [uW]
finish | 90.6 | 43.5 | 373
global route | 93.6 | 49.4 | 432
CTS | 91.3 | 46.8 | 381
per-stage QoR:
stage                     hold slack, ns  setup slack (ns)  std cells  total power, uW  instance area, um2
final                               2.79              2.90        518              507                3310
after global routing                2.82              2.47        518              575                3310
after CTS                           2.78              2.89        518              519                3310
after detailed placement            2.94              2.63        515              470                3260
after global placement              2.94              2.65        515              469                3260
after floorplan                     2.42              4.10        377              361                2890
per-layer routing:
layer | vias to the layer above | global-route usage [%]
met3 | 15 | 2.69
met2 | 63 | 24.0
li1 | 1281 | -
met1 | 1152 | 22.8
met5 | - | 0
met4 | 0 | 4.57
path summary, 6_finish.rpt:
path / start / to / slack, ns / depth (start not counted)
worst min-delay path: A[1] / P[1] / 2.79 / 3
worst max-delay path: B[1] / P[15] / 2.90 / 16
cells by family after synthesis:
| kind of cell | after synthesis | synth area share (%) |
|---|---|---|
| xor gates and xnor gates | 32 | 10.2 |
| and+or+nand+nor | 116 | 19.2 |
| DFF | 16 | 11.1 |
| AOI/OAI and AO/OA | 78 | 18.1 |
| adders and majority gates | 45 | 24.9 |
| muxes | 14 | 5.84 |
| buffers and inverters | 76 | 10.7 |
Power figures rest on the tool's default switching activity, not on a simulated workload.
