File: /design/flow/config.mk
export PLATFORM = sky130hd
export DESIGN_NAME = booth4always
export DESIGN_NICKNAME = booth4always
export VERILOG_FILES = /design/flow/design.v
export SDC_FILE = /design/flow/constraint.sdc
export NUM_CORES = 4
export LEC_CHECK = 1
export CORE_UTILIZATION = 40
File: /design/flow/constraint.sdc
current_design booth4always

set clk_period 4.9
set clk_io_pct 0.2

create_clock -name clk0 -period $clk_period [get_ports {clk}]

set non_clock_inputs [all_inputs -no_clocks]
set_input_delay [expr $clk_period * $clk_io_pct] -clock clk0 $non_clock_inputs
set_output_delay [expr $clk_period * $clk_io_pct] -clock clk0 [all_outputs]
File: /design/flow/design.v
`timescale 1 ns / 1 ns
module booth4always(
              A ,  
              B ,  
              S ,   
              clk
              ); 
parameter TAM = 8;
input [TAM-1:0] A;
input [TAM-1:0] B;
input clk; 
output [TAM+TAM-1:0] S;
wire [TAM+TAM-1:0] MD;                    
wire [TAM:0] MR;                          
wire [TAM+TAM-1:0] menosMD;               
wire [TAM+TAM-1:0] doisMD;                
wire [TAM+TAM-1:0] menos2MD;              
wire [TAM-1  :0]   zero;                  
wire [TAM-1  :0]   um;                    
wire [TAM-1:0]     A;
wire [TAM-1:0]     B;
wire [TAM+TAM-1:0] S;                     
reg  [(TAM>>1)-1:0] flag ;   
reg  [(TAM>>1)-1:0] xor1 ;   
reg [TAM+TAM-1:0] beta   [0:(TAM>>1)-1];   
reg [TAM+TAM-1:0] beta0  [0:(TAM>>1)-1];   
reg [TAM+TAM-1:0] beta1  [0:(TAM>>1)-1];   
reg [TAM+TAM-1:0] beta2  [0:(TAM>>1)-1];   
reg [TAM+TAM-1:0] beta3  [0:(TAM>>1)-1];   
wire [TAM+TAM-1:0] Spar   [0:(TAM>>1)-1];   
reg  [TAM+TAM-1:0] P      [0:(TAM>>1)-1];   
  assign zero = {TAM{1'b0}};                      
  assign um   = {TAM{1'b1}};                      
  assign MR = {B, 1'b0};                          
  assign MD = A[TAM-1] ? {um, A} : {zero, A};     
  assign menosMD = -(MD) ;  
  assign doisMD = {MD,1'b0};                    
  assign menos2MD = -(doisMD);         
  assign S       = Spar[(TAM>>1)-1];              
  assign Spar[0] = P[0];               
genvar I;
generate        
        for (I=1; I<TAM+1 ; I=I+2) begin: booth       
         always @(posedge clk) begin  
                 flag [(I>>1)] = ~(~(MR[I] & MR[I-1] & MR[I+1])&(MR[I] | MR[I-1] | MR[I+1])); 
                 xor1 [(I>>1)] = (MR[I] ^ MR[I-1]);              
                 beta [(I>>1)] = MR[I+1] ?  menosMD  : MD ;      
                 beta0[(I>>1)] = MR[I+1] ?  menos2MD : doisMD ;  
                 beta1[(I>>1)] = xor1[I>>1] ? beta[(I>>1)] : beta0[(I>>1)];  
                 beta2[(I>>1)] = flag[I>>1] ? 0 : beta1[(I>>1)] ;            
                 beta3[(I>>1)] = beta2[I>>1] << (I-1) ;                      
                 P  [(I>>1)] = beta3[I>>1];   
          end    
        end
endgenerate  
genvar J;
        generate  
		for (J=1; J<=(TAM>>1)-1; J=J+1) begin: sums 
			somador #(.TAM(TAM+TAM)) soma(
							.A(Spar[J-1]),
							.B(P[J]),
							.S(Spar[J] )
						);
		end
        endgenerate
endmodule                                                
`timescale 1 ns / 1 ns
module somador( A, B, S);
	parameter TAM= 8;
		input [TAM-1:0] A;
		input [TAM-1:0] B;
		output [TAM-1:0] S;
		assign S=A+B ; 
endmodule
File: /design/flow/run.sh
#!/bin/bash
# OpenROAD 26Q1-2900-gdf79404cd8, Yosys 0.63+post, stock flow scripts
make -C /OpenROAD-flow-scripts/flow DESIGN_CONFIG=/design/flow/config.mk WORK_HOME=/design/flow/orfs finish
==> run notes <==
On the backend side, the flow ran end to end.

The flow ran to the end, and the final reports show no timing, DRC or antenna violations. In this run, CTS created clock tree buffers numbering 5. According to the hold report, the worst path is of the in2reg type. The summed standard-cell area reported by yosys stands at approximately 3700 sq um. The fraction of layout instances using a drive strength above 1 stands at between 6 and 7%.

The core area stands at 8848 sq um. The global routing report lists combined usage of all routing layers as between 10% and 20%. In this run the most critical hold path is launched from B[3]. For this design, Yosys synthesis ends with a cell count of 433. The power per unit of standard cell area stands at around 430 nW/um^2. The count of distinct cell types in the synthesized netlist stands at ~51.

The run reported a max-capacitance violation count of 0. The count of routing violations after the opening detailed-route iteration stands at roughly 130. The sum of negative setup slack stands at 0 ns. The endpoint of the worst hold path is reported as P[1][13]$_SDFF_PN0_.

Per the detail_route report, the via count comes to approximately 2800. Sorting the synthesized cells by area gives the leading types as dfxtp_1 (28%), fa_1 (11%), ha_1 (8.1%), inv_1 (6.0%), xnor2_1 (5.2%). The biggest area contributor in the post-synthesis netlist is dfxtp_1. After synthesis the cells add up to about 3700 sq um. The final hold violation count stands at 0. The detailed placement HPWL stands at between 6 and 7 mm.

The OpenROAD report gives the critical path a data arrival time of approximately 3.6 ns. The antenna violation net count after detailed routing stands at 0. The iteration count of the initial detailed-routing pass stands at 6. The number of global-route vias before repair came to about 2600. Across the VDD grid, the largest voltage drop is 0.0002557 V. The number of storage elements in the synthesis netlist stands at 52. The share of synthesized area occupied by flip-flops and latches stands at between 20% and 30%. Entering global routing, the biggest net connects 22 pins. The yosys synthesis warning count stands at 13.

The routed wire length stands at between 7 and 8 mm. Max fanout on the critical path was recorded as 3. The highest achievable clock rate stands at ~220 MHz.

The register with the most flip-flops in the layout has ~52 of them. The detailed-route vias per instance stands at between 5 and 6. The routed layout reports a DRC error count of 0.

The final routed wire length divided by cell count stands at between 10 and 15 microns. The final critical-path share of the clock period stands at between 90% and 100%. The area share of the leading cell type in the synthesized netlist stands at between 20% and 30%. The floorplan step records an initial core utilization of a little over two fifths. The data required time of the worst path stands at approximately 3.9 ns.

The slew at the pin closest to its max-slew limit stands at about 0.7 ns. The number of antenna cells inserted stands at 0. The total of endpoints with negative setup slack in the final report stands at 0. The number of flops mapped to enable cells by yosys stands at 0. The remaining max-slew budget at the tightest pin stands at 51.78%. The worst setup path is launched from a flop. According to the floorplan report, the die width is between 90 and 100 microns. Between the synthesized netlist and the finished layout, the area growth was recorded as 11.42%. The die boundary height stands at 98.24 microns.

The depth of the worst hold-timing path stands at 3. Per the CTS log, the root buffer master is clkbuf_8. The share of async-settable or async-resettable flops after synthesis stands at 0%.

For reference, the post-synthesis area per instance comes to about 8.6 sq um. The total power stands at between 1.5 and 2 mW. The total overflow left after global routing is 0. In the layout the commonest cells are inv_1 (59), dfxtp_1 (52), nor2_1 (35). For reference, the final report shows the max-slew violation count at 0. The setup path with the least slack is of type reg2out. In this run the tools logged warnings totalling 28.

The clock transition at the register clock pins on the worst setup and hold paths after CTS stands at 0.09 ns. The number of buffers added to fix hold violations after cts stands at 0. Per the synth stats, the flop cell with the highest instance count is dfxtp_1. The first global-routing pass estimated roughly 13 mm of wire. In this run the deepest clock path goes through 2 buffers. The final weighted congestion recorded by global placement is about 0.88.

Counting only logic cells after layout, the most numerous master is inv_1. The number of primary I/O pins stands at 33. In this run the tool buffered the top-level ports with 32 buffer cells. The cell row count stands at 34. The leakage dissipation stands at between 1.5 and 2 nW. The initial antenna violation count came to 0. The full die area stands at 9651 sq um.

TritonCTS built the clock tree. The number of clock sinks came to between 50 and 60.

After layout, the minimum clock period comes to around 4.6 ns. Setup repair after global routing left no endpoint under its margin. The depth of the CTS H-tree stands at 2. The worst setup path is captured at an output port.

The synthesized netlist cell count stands at ~430.
## layer usage
| layer | up-vias | share of wire, % | global-route usage [%] |
|---|---|---|---|
| met5 | - | 0 | 0 |
| met4 | 0 | 2.4 | 3.904 |
| met3 | 12 | 5.0 | 2.253 |
| met2 | 83 | 43 | 25.41 |
| met1 | 1263 | 50 | 26.32 |
| li1 | 1460 | - | - |
## per-stage QoR
stage,utilization (%),area [sq um],hold WS [ns],instances,setup WS (ns)
floorplan,-,3705,1.159,433,1.151
global placement,45.62,4036,1.644,544,0.4738
detailed placement,45.62,4036,1.645,544,0.4600
CTS,46.62,4125,1.452,552,0.1137
global route,46.65,4128,1.470,552,0.07686
finish,46.65,4128,1.458,552,0.3092
## cell usage after synthesis (all sizes together), types with 10 or more instances
cell / count
nor2: 37
a211oi: 10
nand2: 24
dfxtp: 52
o21ai: 36
xnor2: 22
inv: 59
nor3: 10
ha: 24
clkbuf: 22
fa: 21
a21oi: 29
## what timing repair did
item,CTS,global route
endpoints found under the hold margin,0,0
endpoints found under the setup margin,0,1
gates resized,0,2
setup buffers,0,0
## layout make-up
| type | count | area (sq um) |
|---|---|---|
| tap | 108 | 135.1 |
| multi-input combinational | 290 | 2303 |
| clock inverter | 2 | 16.27 |
| sequential | 52 | 1041 |
| fill | 841 | 4721 |
| clock buffer | 6 | 72.57 |
| inverter | 61 | 229.0 |
| timing repair buffer | 33 | 330.3 |
## worst max-delay path by stage
stage,from,endpoint,depth (start not counted)
finish,P[0][4]$_SDFF_PP0_,S[10],12
global route,P[0][4]$_SDFF_PP0_,S[10],12
CTS,P[0][8]$_SDFF_PP0_,S[13],11
## kinds of logic (layout without fill, tap and decap cells)
kind of cell / Yosys count / count (layout) / share of synthesized area (%)
buffers and inverters: 91 / 102 / 9.726
adder cells (fa/ha/maj): 45 / 45 / 19.45
multiplexers: 19 / 19 / 6.383
AND-OR/OR-AND: 105 / 105 / 18.20
flip-flops: 52 / 52 / 28.10
XOR/XNOR: 28 / 28 / 6.619
AND/OR/NAND/NOR: 93 / 93 / 11.52
## critical path: stages, from the launching register on
cell,delay (ns)
dfxtp_1,0.32
inv_1,0.05
fa_1,0.53
inv_1,0.04
ha_1,0.29
ha_1,0.23
fa_1,0.42
a211oi_1,0.26
nor2_1,0.09
o21ai_0,0.30
nor2b_1,0.20
xnor2_1,0.12
clkdlybuf4s50_1,0.47
## where the power goes
part           switching (mW)  internal (mW)
Combinational           0.465          0.597
Clock                   0.133          0.102
Sequential             0.0184          0.475
No activity file was given, so power comes from the tool's default toggle rates.
